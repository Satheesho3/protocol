<file path="flow/design.v">
module apb_master(
    input  wire pclk,
    input  wire presetn,
    input  wire read_write,
    input  wire [7:0] apb_write_paddr,
    input  wire [7:0] apb_read_paddr,
    input  wire [7:0] apb_write_data,
    input  wire [7:0] prdata,
    input  wire pready,
    input  wire transfer,
    output reg [7:0] paddr,
    output reg [7:0] pwdata,
    output reg [7:0] apb_read_data_out,
    output reg pwrite,
    output reg penable,
    output reg pselx,
    output reg pslaverr
);
    parameter IDLE = 2'b00,
              SETUP = 2'b01,
              ACCESS = 2'b10;
    reg [1:0] state, next_state;
    always @(posedge pclk or negedge presetn) begin
        if (!presetn)
            state <= IDLE;
        else
            state <= next_state;
    end
    always @(*) begin
        pselx   = 0;
        penable = 0;
        pwrite  = 0;
        paddr   = 8'd0;
        pwdata  = 8'd0;
        pslaverr= 0;
        next_state = state;
        case (state)
            IDLE: begin
                if (transfer)
                    next_state = SETUP;
            end
            SETUP: begin
                pselx   = 1;
                pwrite  = read_write;
                paddr   = (read_write) ? apb_write_paddr : apb_read_paddr;
                pwdata  = apb_write_data;
                next_state = ACCESS;
            end
            ACCESS: begin
                pselx   = 1;
                penable = 1;
                pwrite  = read_write;
                paddr   = (read_write) ? apb_write_paddr : apb_read_paddr;
                pwdata  = apb_write_data;
                if (pready) begin
                    if (!read_write)
                        apb_read_data_out = prdata;
                    next_state = (transfer) ? SETUP : IDLE;
                end else begin
                    next_state = ACCESS;
                end
            end
            default: next_state = IDLE;
        endcase
    end
endmodule
module apb_slave_1(
    input pclk,
    input presetn,
    input pwrite,
    input pselx,
    input penable,
    input [7:0] paddr,
    input [7:0] pwdata,
    output wire [7:0] prdata,
    output reg pready
);
    reg [7:0] mem [0:255];
    reg [7:0] rdata;
    assign prdata = rdata;
    always @(*) begin
        if (!presetn) begin
            rdata = 8'h00;
            pready = 0;
        end else begin
            if (pselx && penable) begin
                pready = 1;
                if (pwrite)
                    mem[paddr] = pwdata;
                else
                    rdata = mem[paddr];
            end else begin
                pready <= 0;
            end
        end
    end
endmodule
module apb_topmodule(
    input pclk,
    input presetn,
    input read_write,
    input transfer,
    input [7:0] apb_write_paddr,
    input [7:0] apb_read_paddr,
    input [7:0] apb_write_data,
    output wire pready,
    output wire pslaverr,
    output wire [7:0] prdata
);
    wire [7:0] paddr_internal;
    wire [7:0] pwdata_internal;
    wire [7:0] apb_read_data_out;
    wire pwrite_internal;
    wire penable_internal;
    wire pselx_internal;
    apb_master master (
        .pclk(pclk),
        .presetn(presetn),
        .read_write(read_write),
        .apb_write_paddr(apb_write_paddr),
        .apb_read_paddr(apb_read_paddr),
        .apb_write_data(apb_write_data),
        .prdata(prdata),
        .pready(pready),
        .transfer(transfer),
        .paddr(paddr_internal),
        .pwdata(pwdata_internal),
        .apb_read_data_out(apb_read_data_out),
        .pwrite(pwrite_internal),
        .penable(penable_internal),
        .pselx(pselx_internal),
        .pslaverr(pslaverr)
    );
    apb_slave_1 slave (
        .pclk(pclk),
        .presetn(presetn),
        .pwrite(pwrite_internal),
        .pselx(pselx_internal),
        .penable(penable_internal),
        .paddr(paddr_internal),
        .pwdata(pwdata_internal),
        .prdata(prdata),
        .pready(pready)
    );
endmodule
</file>
<file path="flow/run.sh">
#!/bin/bash
# OpenROAD 26Q1-2900-gdf79404cd8, Yosys 0.63+post, stock flow scripts
make -C /OpenROAD-flow-scripts/flow DESIGN_CONFIG=/design/flow/config.mk WORK_HOME=/design/flow/orfs finish
</file>
<file path="flow/config.mk">
export PLATFORM = sky130hd
export DESIGN_NAME = apb_topmodule
export DESIGN_NICKNAME = apb_topmodule
export VERILOG_FILES = /design/flow/design.v
export SDC_FILE = /design/flow/constraint.sdc
export NUM_CORES = 4
export LEC_CHECK = 1
export CORE_UTILIZATION = 30
</file>
<file path="flow/constraint.sdc">
current_design apb_topmodule

set clk_period 1.2
set clk_io_pct 0.2

create_clock -name clk0 -period $clk_period [get_ports {pclk}]

set non_clock_inputs [all_inputs -no_clocks]
set_input_delay [expr $clk_period * $clk_io_pct] -clock clk0 $non_clock_inputs
set_output_delay [expr $clk_period * $clk_io_pct] -clock clk0 [all_outputs]
</file>
==> flow_metrics.env <==
# source this file to load flow results
export IMPL_maxUsedRoutingLayer="met5"
export IMPL_holdCritPathClass="in -> async"
export IMPL_first_global_vias=47700
export IMPL_crit_slowest_cell="sky130_fd_sc_hd__dfrtp_1"
export IMPL_met1_length_mm=138
export IMPL_detailedPlace_worstSlack_ps=-411
export IMPL_timing_critical_path_max_delay_family="flip-flops"
export IMPL_finalWorstSetupSlack_ps=48.9
export IMPL_async_reset_ff_frac=0.00146
export IMPL_netlist_top_cell_by_area="sky130_fd_sc_hd__dlxtn_1"
export IMPL_endpoint_kind="primary output"
export IMPL_clock_tree_root_cell="sky130_fd_sc_hd__clkbuf_16"
export IMPL_yosys_most_used_dff="sky130_fd_sc_hd__dlxtn_1"
export IMPL_timing_critical_path_cells="and2_4 -> clkdlybuf4s15_1"
export IMPL_post_dp_hpwl_mm=280
export IMPL_syn_area_mm2=0.0497
export IMPL_pwr_density_cell_mw_per_mm2=21.3
export IMPL_sum_of_met3_wire_segment_lengths_after_detailed_routing_mm=75.2
export IMPL_grt_setup_unrepaired="false"
export IMPL_grt_ovfl_total=0
export IMPL_post_synth_and_or_nand_nor_area_fraction=0.117
export IMPL_register_pins_left_without_a_clock=2056
export IMPL_stage_log_warning_count=38
export IMPL_synth_top_cells_by_count="sky130_fd_sc_hd__dlxtn_1, sky130_fd_sc_hd__a22oi_1, sky130_fd_sc_hd__nand3_1"
export IMPL_post_route_util=0.345
export IMPL_clock_latency_late_pin_ps=230
export IMPL_measured_slew_at_the_worst_slew_check_pin_ps=1530
export IMPL_count_of_endpoints_without_a_timing_constraint=2064
export IMPL_io_buffer_count=36
export IMPL_startpoint_of_the_worst_slack_reg_to_reg_timing_path="master.state[1]$_DFF_PN0_"
export IMPL_critical_path_arrival_ps=910
export IMPL_initial_antenna_violation_count=115
export IMPL_cts_reportedPaths_clkPinSlew_ps=30
export IMPL_detail_route_first_pass_iterations=13
export IMPL_timing_critical_path_fanout_max=2
export IMPL_drt_drc_violations_left=0
export IMPL_timing_hold_violations_final=0
export IMPL_wl_per_cell_um=53.5
export IMPL_slew_headroom=-0.0338
export IMPL_worst_hold_margin_ps=142
export IMPL_vdd_ir_drop_max_mv=0.499
export IMPL_number_of_warning_messages_in_the_yosys_log=3
export IMPL_tritoncts="done"
export IMPL_postRouteWirelength_mm=414
export IMPL_syn_area_per_cell_um2=9.77
export IMPL_cts_htree_levels=1
export IMPL_synth_area_top_cells="sky130_fd_sc_hd__dlxtn_1, sky130_fd_sc_hd__a22oi_1, sky130_fd_sc_hd__nand3_1"
export IMPL_netlist_instances=5090
export IMPL_cts_hold_buf=0
export IMPL_post_route_cell_area_mm2=0.0569
export IMPL_grt_pass1_wl_mm=522
export IMPL_max_freq_ghz=0.869
export IMPL_p_leak_nw=21.9
export IMPL_aoi_share=0.224
export IMPL_first_iter_violations=7896
export IMPL_ys_ff=2059
export IMPL_ys_chip_area_mm2=0.0497
export IMPL_cp_data_required_time_ps=960
export IMPL_flow_area_growth_from_synthesis_pct=14.4
export IMPL_final_worst_path_period_need_ps=1150
export IMPL_die_h_um=409
export IMPL_final_min_period_over_clock_period=0.959
export IMPL_crit_path_max_incr_delay_ps=380
export IMPL_enable_flop_cells=0
export IMPL_drv_max_cap_violation_count=1
export IMPL_final_setup_skew_ps=2.19
export IMPL_fp_dieArea_mm2=0.167
export IMPL_die_size_x_um=409
export IMPL_i_o_pin_count=38
export IMPL_combinational_family_with_the_most_area_after_synthesis="AND-OR/OR-AND gates"
export IMPL_initial_utilization=0.302
export IMPL_post_drt_via_cell_ratio=7.01
export IMPL_overall_global_routing_usage=0.501
export IMPL_met2WireLength_mm=158
export IMPL_grt_max_degree=150
export IMPL_status="complete, but fails checks"
export IMPL_core_mm2=0.165
export IMPL_xor_area_frac=0.00116
export IMPL_setup_violations_final=0
export IMPL_cts_buffers=3
export IMPL_post_route_cells_drive_above_1_share=0.141
export IMPL_critical_path_startpoint="master.state[1]$_DFF_PN0_"
export IMPL_clock_tree_buffer_depth=2
export IMPL_failed_checks="max-capacitance violations, max-slew violations"
export IMPL_postPlaceCellArea_mm2=0.0563
export IMPL_yosys_area_share_adder=0
export IMPL_ys_cells=5090
export IMPL_synthMuxAreaShare=0.00450
export IMPL_synth_cell_type_count=92
export IMPL_vias=54300
export IMPL_type_of_element_launching_the_critical_path="flip-flop"
export IMPL_design_power_total_mw=1.21
export IMPL_rows=149
export IMPL_synth_top_cell_by_count="sky130_fd_sc_hd__dlxtn_1"
export IMPL_cp_num_buf_inv=1
export IMPL_post_synth_top_area_fraction=0.621
export IMPL_critical_path_class="reg -> out"
export IMPL_place_gp_congestion=1.17
export IMPL_slew_viol_final=3
export IMPL_final_antenna_net_count=0
-- layout make-up --
type | instances | area [um^2]
Fill cell | 16500 | 108000
Timing Repair Buffer | 619 | 4780
Sequential cell | 2059 | 30900
Multi-Input combinational cell | 2669 | 17800
Antenna cell | 207 | 518
Tap cell | 2189 | 2740
Clock buffer | 4 | 78.8
Inverter | 4 | 15.0
-- layout by cell type (no fill, tap or decap), drive strengths merged, types with 15 or more instances in the layout --
cell type	n
a32oi	161
nor2	169
dlxtn	2056
nor3	70
or4	22
a22oi	520
a31oi	22
diode	207
a221oi	39
nand2	179
a32o	40
a22o	38
nand4	97
o211ai	55
and3	29
a221o	15
clkdlybuf4s50	34
a21oi	155
o22ai	135
o21ai	221
a222oi	49
buf	583
nand3	370
nor4	114
-- layer usage --
layer	GRT usage	up-vias
met1	0.551	26700
met3	0.375	1766
met2	0.627	5906
met5	0.112	-
li1	-	19900
met4	0.401	73
-- cells by family after synthesis --
kind of cell,count (synthesis)
latches,2056
AOI/OAI and AO/OA,1540
and+or+nand+nor,1105
DFF,3
other,1
muxes,18
buffers and inverters,362
xor gates and xnor gates,5
-- stage by stage --
stage | std cells | TNS, ps
after global routing | 7635 | 0
after floorplan | 5090 | 0
after CTS | 7543 | 0
after detailed placement | 7539 | -1240
after global placement | 7539 | -1650
final | 7751 | 0
-- path summary, 6_finish.rpt --
| check | end | slack, ps | cells past startpoint |
|---|---|---|---|
| min in group clk0 | master.state[1]$_DFF_PN0_ | 570 | 1 |
| worst max register to register | master.state[0]$_DFF_PN1_ | 90 | 6 |
| worst min register to register | master.state[1]$_DFF_PN0_ | 570 | 1 |
| worst min-delay path | master.state[2]$_DFF_PN0_ | 140 | 2 |
| worst max-delay path | pready | 50 | 2 |
| max in group asynchronous | master.state[0]$_DFF_PN1_ | 790 | 2 |
-- registers in the layout, summed over array words and instances, names as in the netlist --
signal / flops
slave.mem: 2048
slave.rdata: 8
master.state: 3
-- worst register-to-register path: cells and delay by family (launching register included) --
family / cells / cell delay, ps
flip-flops: 1 / 380
buffers and inverters: 3 / 380
AND/OR/NAND/NOR: 3 / 270
-- report_power, final --
part / switching (mW) / total [mW] / internal [mW]
Combinational: 0.376 / 0.558 / 0.182
Clock: 0.104 / 0.544 / 0.440
Sequential: 0 / 0.111 / 0.111
Total: 0.480 / 1.21 / 0.733
-- repair_timing --
item,in CTS,in global routing
gates resized,7,0
setup buffers,1,0
endpoints found under the setup margin,3,0
